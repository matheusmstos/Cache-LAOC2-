==> ./design.v <==
module cache_ass2vias (	
	input[4:0] Address, 
	input clock,
	input Write,	
	input[4:0] BlockIn,  
	input[4:0] M_Block_C,  
	output reg[4:0] BlockOut,  
	output reg C_Write_M,  
	output reg[4:0] C_Block_M,  
	output reg hit
	);
	wire index = Address[4];
	reg [11:0] cache[1:0][1:0];  
	wire      valido[1:0];
	wire      lru   [1:0];
	wire      dirty [1:0];
	wire [3:0]tag   [1:0];
	wire [4:0]bloco [1:0];
	assign  valido[0] = cache[index][0][11];     assign  valido[1] = cache[index][1][11];
	assign  lru   [0] = cache[index][0][10];     assign  lru   [1] = cache[index][1][10];
	assign  dirty [0] = cache[index][0][9];      assign  dirty [1] = cache[index][1][9];
	assign  tag   [0] = cache[index][0][8:5];    assign  tag   [1] = cache[index][1][8:5]; 
	assign  bloco [0] = cache[index][0][4:0];    assign  bloco [1] = cache[index][1][4:0];
	reg acessado,caso_especial;
	initial begin
		cache[0][0] = 12'b100000000000;  
		cache[0][1] = 12'b100000100001;  
		cache[1][0] = 12'b100001000010;  
		cache[1][1] = 12'b100001100011;  
		caso_especial = 1'b0;
		hit = 1'b0;
	end
	always@(posedge clock) begin
		if(caso_especial) begin  
			cache[index][acessado][4:0] = M_Block_C;	
			cache[index][acessado][11] = 1'b1;
			caso_especial = 1'b0;
		end  
		if(Write==0) begin 
			if(tag[0] == Address[3:0] && valido[0] == 1) begin  
				acessado = 1'b0; 
				hit = 1'b1;
			end 
			else if(tag[1] == Address[3:0] && valido[1] == 1) begin  
				acessado = 1'b1; 
				hit = 1'b1;
			end
			else begin  
				acessado = lru[0];
				if(dirty[acessado] == 1) begin  
					C_Write_M = 1'b1;  
					C_Block_M = bloco[acessado];  
					caso_especial = 1'b1;  
				end			
			end
			BlockOut = cache[index][acessado][4:0];  
			cache[index][acessado][10] = 1'b1;  
			cache[index][~acessado][10] = 1'b0;  
		end  
		else begin  
			if(tag[0] == Address[3:0] && valido[0] == 1) begin  
				acessado = 1'b0; 
				hit = 1'b1;	
			end
			else if(tag[1] == Address[3:0] && valido[1] == 1) begin  
				acessado = 1'b1; 
				hit = 1'b1;
			end
			else begin  
				acessado = lru[0];
				if(dirty[acessado] == 1) begin  
					C_Write_M = 1'b1;  
					C_Block_M = bloco[acessado];  
				end
			end	
			cache[index][acessado][4:0] = BlockIn;  
			cache[index][acessado][11] = 1'b1;  
			cache[index][acessado][10] = 1'b1;  
			cache[index][~acessado][10] = 1'b0;  
		end  
	end  
endmodule
module decod7_1(cin, cout);  
	input [3:0]cin;
	output reg [0:6]cout;
 	always @(cin)
	begin
		case(cin)  
			0: cout = 	7'b0000001;
			1: cout = 	7'b1001111;
			2: cout = 	7'b0010010;
			3: cout = 	7'b0000110;
			4: cout = 	7'b1001100;
			5: cout = 	7'b0100100;
			6: cout = 	7'b0100000;
			7: cout = 	7'b0001111;
			8: cout = 	7'b0000000;
			9: cout = 	7'b0000100;
			10: cout = 	7'b0001000;  
			11: cout = 	7'b1100000;  
			12: cout = 	7'b0110001;  
			13: cout = 	7'b1000010;  
			14: cout = 	7'b0110000;  
			15: cout = 	7'b0111000;  
			default : cout = 0;
		endcase
	end
endmodule  
module parte_1 (SW, LEDR, HEX0, HEX1, HEX2, HEX3, HEX4, HEX5, HEX6, HEX7, KEY);
	input  [17:0]SW;
	input  [1:0] KEY;
	output [0:6] HEX0, HEX1, HEX2, HEX3, HEX4, HEX5, HEX6, HEX7;
	output [17:0] LEDR;
	wire clock_m = KEY[0];
	wire Write = SW[17];
	wire [4:0] Address = SW[14:10];
	wire [4:0] BlockIn = SW[4:0];  
	wire [4:0] BlockOut;
	wire [4:0] C_Block_M;
	wire [4:0] M_Block_C;
	wire C_Write_M;
	wire hit;
	reg clock_c;
	cache_ass2vias C1 (Address, clock_c, Write, BlockIn, M_Block_C, BlockOut, C_Write_M, C_Block_M, hit);
	ramlpm m1 (Address, C_Block_M, clock_m, C_Write_M , M_Block_C);
	wire [4:0] exibir_bloco;
	assign exibir_bloco[0] = (BlockOut[0] & hit) | 1'b0;
	assign exibir_bloco[1] = (BlockOut[1] & hit) | 1'b0;
	assign exibir_bloco[2] = (BlockOut[2] & hit) | 1'b0;
	assign exibir_bloco[3] = (BlockOut[3] & hit) | 1'b0;
	assign exibir_bloco[4] = (BlockOut[4] & hit) | 1'b0;       
	decod7_1 d0 (Address[3:0], HEX0);
	decod7_1 d1 ({3'b0,Address[4]}, HEX1);
	decod7_1 d2 (exibir_bloco[3:0], HEX6);
	decod7_1 d3 ({3'b0,exibir_bloco[4]}, HEX7);
	assign LEDR[0] = hit;
	always@(posedge clock_m) begin
		clock_c = ~clock_c;
	end
endmodule
==> ./run.sh <==
#!/bin/bash
# OpenROAD 26Q1-2900-gdf79404cd8, Yosys 0.63+post, stock flow scripts
make -C /OpenROAD-flow-scripts/flow DESIGN_CONFIG=/design/flow/config.mk WORK_HOME=/design/flow/orfs finish
==> ./config.mk <==
export PLATFORM = sky130hd
export DESIGN_NAME = decod7_1
export DESIGN_NICKNAME = decod7_1
export VERILOG_FILES = /design/flow/design.v
export SDC_FILE = /design/flow/constraint.sdc
export NUM_CORES = 4
export LEC_CHECK = 1
export CORE_AREA = 10 10 70 70
export DIE_AREA = 0 0 80 80
==> ./constraint.sdc <==
current_design decod7_1

set clk_period 1.4
set clk_io_pct 0.2

create_clock -name clk0 -period $clk_period

set non_clock_inputs [all_inputs -no_clocks]
set_input_delay [expr $clk_period * $clk_io_pct] -clock clk0 $non_clock_inputs
set_output_delay [expr $clk_period * $clk_io_pct] -clock clk0 [all_outputs]
==> summary.txt <==
run metrics: max-slew violations 0, Congestion Overflow GR 0, dpl cell area 481.7 sq um, unrepaired setup endpoints after global routing true, slowest stage delay, CP 0.46 ns, first-pass GRT wire length 1428 um, Worst Path Required around 1.1 ns, vias in the first global route around 310, fin area roughly 600 sq um, Yosys chip area 269.0 sq um, Cell Type Count 13, vias per cell 3.240, CP delay by family, top multiplexers, Slowest-stage cell, CP mux4_2, hold_buf cts 0, f_max about 650 MHz, status finished, violations left, Mapped Area ~270 sq um, ordered list of cells on the worst path buf_8 -> buf_6 -> ha_4 -> mux4_2 -> buf_2, Yosys Instances 33, # port buffers 11, final worst slack -0.1309 ns, die area between 0.006 and 0.007 sq mm, Die Wd 80 um, grt met3 use 0.005682, routability cong. between 0.7 and 0.8, vias 324, Syn Inst Count 33, synthesis-to-layout area growth 122.8%, HP Class input port to output port, actual slew at the worst max-slew pin 0.1609 ns, fraction of layout cells with a size suffix above 1 0.6296, largest net degree at the start of global routing 11, Worst setup EP type output port, most numerous logic cell after layout buf_6, Cell Rows 21, crit start category input port, final wirelength 833 um, DIE HEIGHT around 80 um, WP buf/inv 3, Seq cells 0, Max FO, Critical Path 4, register area 0 sq um, Placed Cells around 96, CP Data Arrival Time about 1.3 ns, Ports 11, min-delay src cin[1], synth warn 1, most frequent cells in the layout buf_6, mux2i_1, buf_2, GRT met2 Usage 0.04093, Tot GR Track Use 0.02543, period utilization 1.093, Antenna Nets Post-Route 0, P per Cell Area around 250 mW/mm^2, drt drc 0, Leakage ~0.26 nW, Placeable Area 0.003416 sq mm, final hold violation count 0, initial antenna violation count 0, OpenROAD warnings approximately 40, failing checks setup timing, layer with the highest usage met2, Finished Layout Cells 100, initial drt markers 3, number of clock buffers in the layout 0, number of max-cap violations 0, GR Util met1 0.03571, FP Core Util 0.07875, Synth Seq Share 0, critical path class input port to output port, DR WL/cell 8.330 um, Worst setup startpoint cin[0], Final setup viols 2, First-pass DRT Iterations 2, worst vdd ir about 0.000041 V, Final Critical Period 1.531 ns, Slew HR 0.8897, syn avg cell area 8.152 sq um, total chip power approximately 0.15 mW, ant diodes 0
==> power breakdown <==
part / switching (mW) / internal [mW] / leakage (nW)
clock: 0 / 0 / 0
combinational: 0.0617 / 0.0911 / 0.262
sequential: 0 / 0 / 0
total: 0.0617 / 0.0911 / 0.262
==> worst min-delay path, delay by kind of cell <==
family / cells / cell delay (ns)
buffers and inverters: 3 / 0.28
AOI/OAI and AO/OA: 1 / 0.16
==> final timing paths <==
path	cells past startpoint	slack [ns]	to
setup / recovery	5	-0.13	cout[3]
hold / removal	4	1.00	cout[1]
==> per-stage QoR <==
| step | util | setup WS (ns) | setup TNS (ns) | hold slack, ns |
|---|---|---|---|---|
| CTS | 0.1718 | -0.1247 | -0.1469 | 1.019 |
| floorplan | - | 0.07000 | 0 | 0.6601 |
| detailed placement | 0.1410 | -0.9023 | -5.338 | 1.666 |
| global placement | 0.1410 | -0.8995 | -5.302 | 1.669 |
| global route | 0.1755 | -0.1728 | -0.3146 | 1.033 |
| finish | 0.1755 | -0.1309 | -0.1575 | 1.003 |
==> layout make-up <==
class | count | area, sq um
fillers | 377 | 2816
multi-input cells | 28 | 310.3
repair buffers | 23 | 212.7
well taps | 46 | 57.56
inverters | 3 | 18.77
==> timing repair <==
action | CTS | global route
pin swaps | 8 | 5
endpoints found under the setup margin | 7 | 6
gates resized | 58 | 5
setup buffers | 4 | 1
==> routing by layer <==
| layer | vias up | wire (um) |
|---|---|---|
| met5 | - | 0 |
| met4 | 0 | 0 |
| met3 | 0 | 66 |
| met2 | 8 | 340 |
| met1 | 155 | 426 |
| li1 | 161 | - |
==> cells by family (layout without fill, tap and decap cells) <==
group / count (synthesis) / after routing / share of synthesized area
AOI/OAI and AO/OA: 6 / 6 / 0.1395
buffers and inverters: 5 / 26 / 0.09766
muxes: 7 / 7 / 0.3070
and+or+nand+nor: 8 / 8 / 0.1302
adders and majority gates: 7 / 7 / 0.3256
==> cells in the mapped netlist <==
master    count  share of area
a21oi_1       2          0.037
a32o_1        1          0.037
buf_6         1          0.042
clkbuf_1      1          0.014
ha_1          7           0.33
inv_1         3          0.042
mux2i_1       6           0.22
mux4_2        1          0.084
nand2_1       1          0.014
nand2b_1      2          0.047
nor2_1        5          0.070
o211ai_1      1          0.028
o21ai_1       2          0.037
No activity file was given, so power comes from the tool's default toggle rates.
